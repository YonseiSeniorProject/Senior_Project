## ./constraint.sdc

```tcl
current_design act_n_weight_ctrlr

set clk_period 19.0
set clk_io_pct 0.2

create_clock -name clk0 -period $clk_period [get_ports {clk}]

set non_clock_inputs [all_inputs -no_clocks]
set_input_delay [expr $clk_period * $clk_io_pct] -clock clk0 $non_clock_inputs
set_output_delay [expr $clk_period * $clk_io_pct] -clock clk0 [all_outputs]
```

## ./design.v

```verilog
`timescale 1ns / 1ps
module act_n_weight_ctrlr #(
    parameter ADDR_IN           = 20,            
    parameter ADDR_W            = 18,            
    parameter ACT_PER_CORE      = 11,
    parameter WEIGHT_PER_CORE   = 9,
    parameter NUM_DENSE_CORE    = 8,
    parameter NUM_SPARSE_CORE   = 4,
    parameter INPUT_BW          = 8,             
    parameter OUTPUT_BW         = 8              
)(
    input                       clk,
    input                       resetn,
    input  wire start,           
    output wire done,            
    input  wire [9:0] TOTAL_IC,
    input  wire [5:0] OC,
    input  wire [5:0] IMG_H,
    input  wire [5:0] IMG_W,
    input  wire [2:0] K,
    input  wire signed [INPUT_BW-1:0]   input_mem_data,
    output wire [ADDR_IN-1:0]           input_mem_addr,
    output                              input_mem_en,
    input  wire signed [INPUT_BW-1:0]   weight_mem_data,
    output wire [ADDR_W-1:0]            weight_mem_addr,
    output                              weight_mem_en,
    output wire signed [INPUT_BW-1:0]   act_row_mem_data,
    output wire [ACT_PER_CORE-1:0]      act_row_mem_addr,
    output wire signed [INPUT_BW-1:0]       weight_row_mem_data,
    output wire [WEIGHT_PER_CORE-1:0]       weight_row_mem_addr,
    input wire [NUM_DENSE_CORE-1:0]     which_dense_core_done,
    input wire [NUM_SPARSE_CORE-1:0]    which_sparse_core_done,
    output wire [NUM_DENSE_CORE-1:0]        which_dense_core_start,
    output wire [NUM_SPARSE_CORE-1:0]       which_sparse_core_start
    );
    wire [5:0] input_img_h        = IMG_H + K - 1;
    wire [5:0] input_img_w        = IMG_W + K - 1;
    wire [ADDR_IN-1:0] max_elems_input_mem    = input_img_h * input_img_w * TOTAL_IC; 
    wire [ADDR_W-1:0]  max_elems_weight_mem   = K * K * TOTAL_IC * OC; 
    wire [12:0] weight_ic_offset   = K * K * (TOTAL_IC);
    wire [10:0] act_per_core       = (input_img_h * input_img_w);  
    wire [8:0]  weight_per_core    = (K * K * OC);                 
    reg [1:0] ic_per_core_cnt;
    reg       was_dense_core;
    localparam LOG2_NUM_DENSE_CORE  = $clog2(NUM_DENSE_CORE);
    localparam LOG2_NUM_SPARSE_CORE = $clog2(NUM_SPARSE_CORE);
    reg [NUM_DENSE_CORE-1:0]        dense_core_ready;
    reg [NUM_SPARSE_CORE-1:0]       sparse_core_ready;
    reg [LOG2_NUM_DENSE_CORE-1:0]   dense_core_check_cnt;
    reg [LOG2_NUM_SPARSE_CORE-1:0]  sparse_core_check_cnt;
    reg get_core;
    reg [5:0] sparsity_cnt;
    reg [5:0] sparse_amount;
    reg [ADDR_IN-1:0] input_mem_addr_reg;
    reg [ADDR_W-1:0]  weight_mem_addr_reg;
    reg [10:0]  input_per_core_cnt;
    reg [10:0]  weight_per_core_cnt;
    reg [2:0] state, n_state;
    localparam IDLE                 = 3'd0;
    localparam SPARSE_CHECK         = 3'd1;
    localparam DENSE_CORE_CHECK     = 3'd2;
    localparam SPARSE_CORE_CHECK    = 3'd3;
    localparam LOAD_DENSE_DATA      = 3'd4;
    localparam LOAD_SPARSE_DATA     = 3'd5;
    localparam IS_DONE              = 3'd6;
    localparam DONE                 = 3'd7;
    assign input_mem_addr   = (state == SPARSE_CHECK) ? (input_mem_addr_reg + sparsity_cnt) : input_mem_addr_reg;
    assign input_mem_en     = (state != IDLE);
    reg [8:0]     weight_oc_iter;     
    reg [9:0]     weight_current_ic;
    reg [3:0]     weight_ic_cnt;
    assign weight_mem_addr  = weight_oc_iter * weight_ic_offset + weight_current_ic * K * K + weight_ic_cnt;
    assign weight_mem_en    = (state != IDLE);
    reg [10:0]  input_per_core_cnt_delay;
    reg [10:0]  weight_per_core_cnt_delay;
    always @(posedge clk or negedge resetn) begin
        if(~resetn) begin
            input_per_core_cnt_delay    <= 0;
            weight_per_core_cnt_delay   <= 0;
        end
        else begin 
            input_per_core_cnt_delay    <= input_per_core_cnt;
            weight_per_core_cnt_delay   <= weight_per_core_cnt;
        end
    end
    assign act_row_mem_data = input_mem_data;
    assign act_row_mem_addr = input_per_core_cnt_delay;
    assign weight_row_mem_data  = weight_mem_data;
    assign weight_row_mem_addr  = weight_per_core_cnt_delay;
    assign done = (state==DONE);
    always @(posedge clk or negedge resetn) begin
        if(~resetn) state <= IDLE;
        else state <= n_state;
    end
     always @(*) begin
        case (state)
        IDLE : begin 
            if(start) begin
                n_state = SPARSE_CHECK;
            end               
            else n_state = IDLE;
        end
        SPARSE_CHECK : begin
            if(ic_per_core_cnt > 0) begin
                if(was_dense_core)  n_state = LOAD_DENSE_DATA;
                else                n_state = LOAD_SPARSE_DATA;
            end
            else if(sparsity_cnt >= (input_img_w-1)) begin
                if(2*sparse_amount >= (input_img_w-1))   n_state = SPARSE_CORE_CHECK;    
                else                                     n_state = DENSE_CORE_CHECK;
            end
            else                                         n_state = SPARSE_CHECK;
        end
        DENSE_CORE_CHECK : begin
            if(get_core == 1)                              n_state = LOAD_DENSE_DATA;
            else                                           n_state = DENSE_CORE_CHECK;
        end
        SPARSE_CORE_CHECK : begin
            if(get_core == 1)                              n_state = LOAD_SPARSE_DATA;
            else                                           n_state = SPARSE_CORE_CHECK;
        end
        LOAD_DENSE_DATA : begin
            was_dense_core = 1;
            if(input_per_core_cnt >= (act_per_core - 1) && weight_per_core_cnt >= (weight_per_core - 1)) n_state = IS_DONE;
            else n_state = LOAD_DENSE_DATA;
        end
        LOAD_SPARSE_DATA : begin
            was_dense_core = 0;
            if(input_per_core_cnt >= (act_per_core - 1) && weight_per_core_cnt >= (weight_per_core - 1)) n_state = IS_DONE;
            else n_state = LOAD_SPARSE_DATA;
        end
        IS_DONE : begin
            if(input_mem_addr_reg >= (max_elems_input_mem-1) && weight_mem_addr_reg >=( max_elems_weight_mem-1))    n_state = DONE;
            else                                                                                                    n_state = SPARSE_CHECK;
        end
        DONE : begin
            n_state = IDLE;
        end
        default :  n_state = IDLE;
        endcase
    end
    always @(posedge clk or negedge resetn) begin
        if(~resetn) begin
            sparsity_cnt    <= 0;
            sparse_amount   <= 0;
        end
        else begin
            case (state)
                IDLE : begin
                    sparsity_cnt    <= 0;
                    sparse_amount   <= 0;      
                end
                SPARSE_CHECK : begin
                    sparsity_cnt    <= sparsity_cnt + 1;
                    if (input_mem_data == 0) begin
                        sparse_amount <= sparse_amount + 1;
                    end
                end
                default :  begin
                    sparsity_cnt    <= 0;
                    sparse_amount   <= 0;
                end
            endcase
        end
    end
    always @(posedge clk or negedge resetn) begin
        if(~resetn) begin
            dense_core_ready        <= 0;
            sparse_core_ready       <= 0;
            get_core                <= 0;
        end
        else begin
            case (state)
                IDLE : begin
                    dense_core_ready        <= dense_core_ready;
                    sparse_core_ready       <= sparse_core_ready;
                    get_core                <= 0;
                end
                DENSE_CORE_CHECK : begin
                    if(which_dense_core_done[dense_core_check_cnt] == 1) begin
                        dense_core_ready[dense_core_check_cnt] <= 0;
                    end
                    if(dense_core_ready[dense_core_check_cnt] == 0 && get_core == 0) begin
                        get_core    <= 1;
                        dense_core_ready[dense_core_check_cnt] <= 1;
                    end
                    else get_core    <= 0;
                end
                SPARSE_CORE_CHECK : begin
                    if(which_sparse_core_done[sparse_core_check_cnt] == 1) begin
                        sparse_core_ready[sparse_core_check_cnt] <= 0;
                    end
                    if(sparse_core_ready[sparse_core_check_cnt] == 0 && get_core == 0) begin
                        get_core    <= 1;
                        sparse_core_ready[sparse_core_check_cnt] <= 1;
                    end
                    else get_core    <= 0;
                end
                default :  begin
                    dense_core_ready        <= dense_core_ready;
                    sparse_core_ready       <= sparse_core_ready;
                    get_core                <= 0;
                end
            endcase
        end
    end
    always @(posedge clk or negedge resetn) begin
        if(~resetn) begin
            dense_core_check_cnt    <= 0;
            sparse_core_check_cnt   <= 0;
        end
        else begin
            case (state)
                IDLE : begin
                    dense_core_check_cnt    <= 0;
                    sparse_core_check_cnt   <= 0;        
                end
                DENSE_CORE_CHECK : begin
                    if(dense_core_check_cnt >= NUM_DENSE_CORE-1)    dense_core_check_cnt    <= 0;
                    else if (get_core == 1)                         dense_core_check_cnt    <= dense_core_check_cnt;
                    else                                            dense_core_check_cnt    <= dense_core_check_cnt + 1;
                end
                SPARSE_CORE_CHECK : begin
                    if(sparse_core_check_cnt >= NUM_SPARSE_CORE-1)  sparse_core_check_cnt    <= 0;
                    else if (get_core == 1)                         dense_core_check_cnt    <= dense_core_check_cnt;
                    else                                            sparse_core_check_cnt    <= sparse_core_check_cnt + 1;
                end
                default :  begin
                    dense_core_check_cnt    <= dense_core_check_cnt;
                    sparse_core_check_cnt   <= sparse_core_check_cnt;
                end
            endcase
        end
    end
    always @(posedge clk or negedge resetn) begin
        if(~resetn) begin
            input_mem_addr_reg    <= 0;
            input_per_core_cnt    <= 0;
        end
        else begin
            case (state)
                IDLE : begin
                    input_mem_addr_reg     <= 0;
                    weight_mem_addr_reg    <= 0;
                    input_per_core_cnt     <= 0;
                    weight_per_core_cnt    <= 0;
                    weight_ic_cnt          <= 0;
                    weight_oc_iter  <= 0;
                end
                LOAD_DENSE_DATA : begin
                    input_mem_addr_reg   <= input_mem_addr_reg + 1;
                    input_per_core_cnt   <= input_per_core_cnt + 1;
                    if(weight_per_core_cnt == weight_per_core) begin
                        weight_mem_addr_reg  <= weight_mem_addr_reg;
                        weight_per_core_cnt  <= weight_per_core_cnt; 
                    end
                    else begin
                        weight_mem_addr_reg  <= weight_mem_addr_reg + 1;
                        weight_per_core_cnt  <= weight_per_core_cnt + 1;
                        if(weight_ic_cnt == K*K-1) begin
                            weight_ic_cnt           <= 0;
                            weight_oc_iter   <= weight_oc_iter + 1;
                        end
                        else begin
                            weight_ic_cnt <= weight_ic_cnt + 1;
                        end
                    end
                end
                LOAD_SPARSE_DATA : begin
                    input_mem_addr_reg   <= input_mem_addr_reg + 1;
                    input_per_core_cnt   <= input_per_core_cnt + 1;
                    if(weight_per_core_cnt == weight_per_core) begin
                        weight_mem_addr_reg  <= weight_mem_addr_reg;
                        weight_per_core_cnt  <= weight_per_core_cnt; 
                    end
                    else begin
                        weight_mem_addr_reg  <= weight_mem_addr_reg + 1;
                        weight_per_core_cnt  <= weight_per_core_cnt + 1;
                        if(weight_ic_cnt == K*K-1) begin
                            weight_ic_cnt           <= 0;
                            weight_oc_iter   <= weight_oc_iter + 1;
                        end
                        else begin
                            weight_ic_cnt <= weight_ic_cnt + 1;
                        end
                    end
                end
                default :  begin
                    input_mem_addr_reg     <= input_mem_addr_reg;
                    input_per_core_cnt     <= 0;
                    weight_mem_addr_reg    <= weight_mem_addr_reg;
                    weight_per_core_cnt    <= 0;
                    weight_ic_cnt          <= 0;
                    weight_oc_iter  <= 0;
                end
            endcase
        end
    end
    always @(posedge clk or negedge resetn) begin
        if(~resetn) begin
            weight_current_ic    <= 0;
            ic_per_core_cnt      <= 0;
        end
        else begin
            case (state)
                IDLE : begin
                    weight_current_ic      <= 0;
                    ic_per_core_cnt        <= 0;
                end
                IS_DONE : begin
                    weight_current_ic    <= weight_current_ic + 1;
                    if(K!=3 && (ic_per_core_cnt < 2)) ic_per_core_cnt <= ic_per_core_cnt + 1;
                    else                              ic_per_core_cnt <= 0;
                end
                default :  begin
                    weight_current_ic    <= weight_current_ic;
                    ic_per_core_cnt      <= ic_per_core_cnt;
                end
            endcase
        end
    end
    reg [NUM_DENSE_CORE-1:0]        which_dense_core_start_reg;
    reg [NUM_SPARSE_CORE-1:0]       which_sparse_core_start_reg;
    assign which_dense_core_start   = which_dense_core_start_reg;
    assign which_sparse_core_start  = which_sparse_core_start_reg;
    reg get_core_delay;
    reg [LOG2_NUM_DENSE_CORE-1:0]   dense_core_check_cnt_delay, dense_core_check_cnt_delay2;
    reg [LOG2_NUM_SPARSE_CORE-1:0]  sparse_core_check_cnt_delay, sparse_core_check_cnt_delay2;
    always @(posedge clk or negedge resetn) begin
        if(~resetn) begin
            get_core_delay <= 0;
            dense_core_check_cnt_delay  <= 0; dense_core_check_cnt_delay2  <= 0;
            sparse_core_check_cnt_delay <= 0; sparse_core_check_cnt_delay2 <= 0;
        end
        else begin
            get_core_delay <= get_core;
            dense_core_check_cnt_delay  <= dense_core_check_cnt;  dense_core_check_cnt_delay2  <= dense_core_check_cnt_delay;
            sparse_core_check_cnt_delay <= sparse_core_check_cnt; sparse_core_check_cnt_delay2 <= sparse_core_check_cnt_delay;
        end
    end
    always @(posedge clk or negedge resetn) begin
        if(~resetn) begin
            which_dense_core_start_reg        <= 0;
            which_sparse_core_start_reg       <= 0;
        end
        else begin
            if(get_core_delay && was_dense_core) begin
                which_dense_core_start_reg[dense_core_check_cnt_delay2] <= 1;  
            end
            else if(get_core_delay && !was_dense_core) begin
                which_sparse_core_start_reg[sparse_core_check_cnt_delay2] <= 1;  
            end
            else begin
                which_dense_core_start_reg  <= 0;
                which_sparse_core_start_reg <= 0;
            end
        end
    end
endmodule
```

## ./run.sh

```bash
#!/bin/bash
# OpenROAD 26Q1-2900-gdf79404cd8, Yosys 0.63+post, stock flow scripts
make -C /OpenROAD-flow-scripts/flow DESIGN_CONFIG=/design/flow/config.mk WORK_HOME=/design/flow/orfs finish
```

## ./config.mk

```make
export PLATFORM = sky130hd
export DESIGN_NAME = act_n_weight_ctrlr
export DESIGN_NICKNAME = act_n_weight_ctrlr
export VERILOG_FILES = /design/flow/design.v
export SDC_FILE = /design/flow/constraint.sdc
export NUM_CORES = 4
export LEC_CHECK = 1
export CORE_UTILIZATION = 30
```

==> qor.yml <==
io_buffers: 134
max_cap_violations: 0
antenna_found_initial: 6
setup_viol: 0
die-area_sq_um: 89090
dpl_cell_area_sq_um: 28920
logic_area_sq_um: 19850
utilization_pct: 33.98
yosysChipArea_sq_um: 26370
relSlewSlack_pct: 39.03
fin_crit_ns: 17.32
layout_top_cells: "inv_1 (454), nand2_1 (367), ha_1 (316)"
synth-edff-count: 42
cts_inserted_buffers: 17
die_h_um: 298.5
crit_required_ns: 15.20
gp_congestion: 0.8845
netlist.area_leader.share_pct: 23.15
core_area_sq_um: 86890
dpl.hpwl_mm: 50.09
rsz0062_at_grt: "no"
track_usage_pct: 15.40
netlist_area_sq_um: 26370
unclocked_pins: 1
insertedDiodeCount: 0
untimed_endpoints: 1
area_leaders: "fa_1 (23%), ha_1 (15%), dfrtp_1 (11%)"
setup_tns_ns: 0
final_cell_area_sq_um: 29530
clk_pin_slew_worst_paths_ns: 0.07
viasPerCell: 4.703
largest_reg_flops: 20
crit_path_frequent_cell: "fa_1"
initial_core_util_pct: 30.35
route.detailed.drc: 0
final_antenna_net_count: 0
yosys_most_used_dff: "dfrtp_1"
seqCellArea_sq_um: 4254
cp_data_arrival_time_ns: 13.52
layout_top_cell: "inv_1"
wl_mm: 63.37
dr.pass1.iters: 5
finalHoldViolCount: 0
fillCellCount: 8868
syn_inst: 3012
cts_resized: 0
async_flop_share_pct: 73.46
r2r-start: "weight_per_core_cnt[2]"
post_cts_buffers: 0
yosysTopAreaCell: "fa_1"
min_from: "dense_core_check_cnt_delay[2]"
hold-path-endpoint: "dense_core_check_cnt_delay2[2]"
grt_pass1_vias: 20682
max_freq_ghz: 0.05774
r2r.worst_path.cells: 10
r2r-end: "state[0]"
critical_path.startpoint_type: "input pin"
final.setup_skew_ns: 0.01391
clk_path_buf_depth: 2
grt_start_max_net_pins: 69
reg2reg_slack_ns: 15.85
worstMarginPinSlew_ns: 0.9061
grt_first_pass_wirelength_mm: 107.8
avgSynthCellArea_sq_um: 8.755
overflow: 0
endpoint_kind: "primary output"
openroad.warnings: 33
num_vias: 19971
pin_count: 151
ys_cells: 3012
cp_slowest_cell: "fa_1"
clockRootBuffer: "clkbuf_16"
layout-drive-gt1-share_pct: 3.397
insertion_delay_ns: 0.48
cts_tree: "built"
cpPeakStageDelay_ns: 0.54
num_rows: 108
worstHoldPathType: "reg -> reg"
routedWlPerCell_um: 14.92
drtIter0Drc: 826
synth_warnings: 1
outcome: "completed"
h-tree-depth: 4
ys.flops: 162
fp.dieW_um: 298.5
finalClockPeriodUsage_pct: 91.16
critical_path_class: "in -> out"
drv_slew: 0
synth_cell_types: 78
whs_path_depth: 0
area_growth_pct: 11.98
cp_max_fo: 16
cts_hold_buf: 0
==> stage by stage <==
stage	hold WS, ns	setup WS, ns	std cells
after floorplan	0.3312	3.181	3012
after global placement	0.3325	1.686	4214
after detailed placement	0.3347	1.640	4214
after CTS	0.3506	1.606	4246
after global routing	0.3552	1.123	4246
final	0.3492	1.680	4246
==> area by class of cell <==
class,count,area share (%)
Clock inverter,13,0.5593
Inverter,457,5.809
Multi-Input combinational cell,2264,67.23
Timing Repair Buffer,176,5.597
Sequential cell,162,14.41
Clock buffer,19,1.500
Tap cell,1155,4.894
==> critical path: cells and delay by family <==
| kind | cells | cell delay [ns] |
|---|---|---|
| XOR/XNOR | 2 | 0.29 |
| AND-OR/OR-AND | 7 | 1.80 |
| buffers and inverters | 9 | 1.91 |
| adder cells (fa/ha/maj) | 11 | 4.86 |
| AND/OR/NAND/NOR | 5 | 0.85 |
==> synthesized netlist by cell type (5+ instances only) <==
| library cell | number |
|---|---|
| o21a_1 | 14 |
| or3_1 | 6 |
| a21o_1 | 29 |
| nand4_1 | 17 |
| and4_1 | 7 |
| nand2b_1 | 24 |
| a31oi_1 | 10 |
| nor2_1 | 163 |
| a22o_1 | 12 |
| o2111ai_1 | 6 |
| a21oi_1 | 78 |
| o31ai_1 | 22 |
| mux4_2 | 6 |
| and2_1 | 180 |
| nor2b_1 | 41 |
| a211oi_1 | 17 |
| mux2i_1 | 7 |
| nand2_1 | 367 |
| nor4_1 | 6 |
| xnor2_1 | 135 |
| o21ai_1 | 5 |
| nor3_1 | 39 |
| a211o_1 | 5 |
| fa_1 | 305 |
| o21ai_0 | 81 |
| o211ai_1 | 13 |
| or4_1 | 9 |
| edfxtp_1 | 42 |
| ha_1 | 316 |
| clkbuf_1 | 103 |
| buf_4 | 17 |
| dfrtp_1 | 119 |
| o21bai_1 | 10 |
| and3_1 | 69 |
| nor3b_1 | 10 |
| xor2_1 | 89 |
| or2_2 | 5 |
| buf_1 | 7 |
| nand3_1 | 79 |
| nand3b_1 | 8 |
| inv_1 | 455 |
==> how the worst max path moves through the flow <==
stage,to,slack [ns],start,depth (start not counted)
final,weight_mem_addr[17],1.68,K[1],34
after global routing,weight_mem_addr[17],1.12,K[1],36
after CTS,weight_mem_addr[17],1.61,K[1],34
==> cells by family (layout without fill, tap and decap cells) <==
group,Yosys count,in the layout,share of synthesized area [%]
simple gates,1048,1048,19.68
flops,161,161,16.08
buf+inv,586,665,8.593
fa+ha+maj,621,621,38.15
xor+xnor,227,227,7.696
mux,16,16,0.9062
compound gates,352,352,8.844
latches,1,1,0.05692
==> routing by layer <==
metal	vias up	part of all wire [%]	track usage, %
met1	9654	45	21.54
li1	9898	-	-
met4	8	1.8	2.320
met5	-	0.080	0
met3	60	5.5	3.677
met2	351	47	25.22
